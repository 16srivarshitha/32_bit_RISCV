==> design/flow/design.v <==
module register_file(
    input wire clk,
    input wire rst,
    input wire [4:0] read_addr1,
    input wire [4:0] read_addr2,
    input wire [4:0] write_addr,
    input wire [31:0] write_data,
    input wire write_enable,
    output reg [31:0] read_data1,
    output reg [31:0] read_data2
);
    reg [31:0] registers [0:31];
    localparam zero = 5'd0;
    localparam ra   = 5'd1;
    localparam sp   = 5'd2;
    localparam gp   = 5'd3;
    localparam tp   = 5'd4;
    localparam t0   = 5'd5;
    localparam t1   = 5'd6;
    localparam t2   = 5'd7;
    localparam s0   = 5'd8;
    localparam fp   = 5'd8;   
    localparam s1   = 5'd9;
    localparam a0   = 5'd10;
    localparam a1   = 5'd11;
    localparam a2   = 5'd12;
    localparam a3   = 5'd13;
    localparam a4   = 5'd14;
    localparam a5   = 5'd15;
    localparam a6   = 5'd16;
    localparam a7   = 5'd17;
    localparam s2   = 5'd18;
    localparam s3   = 5'd19;
    localparam s4   = 5'd20;
    localparam s5   = 5'd21;
    localparam s6   = 5'd22;
    localparam s7   = 5'd23;
    localparam s8   = 5'd24;
    localparam s9   = 5'd25;
    localparam s10  = 5'd26;
    localparam s11  = 5'd27;
    localparam t3   = 5'd28;
    localparam t4   = 5'd29;
    localparam t5   = 5'd30;
    localparam t6   = 5'd31;
    always@(*) begin
        read_data1 = (read_addr1 < 32) ? registers[read_addr1] : 32'b0;
        read_data2 = (read_addr2 < 32) ? registers[read_addr2] : 32'b0;
    end
    integer i;
    always @(posedge clk) begin
        if(rst) begin
            for(i=0;i<32;i++)
                registers[i] <= 32'b0;
        end
        else if (write_enable && (write_addr<32)&&(write_addr>0)) begin
                registers[write_addr] <= write_data;
        end
    end
endmodule
==> design/flow/run.sh <==
#!/bin/bash
# OpenROAD 26Q1-2900-gdf79404cd8, Yosys 0.63+post, stock flow scripts
make -C /OpenROAD-flow-scripts/flow DESIGN_CONFIG=/design/flow/config.mk WORK_HOME=/design/flow/orfs finish
==> design/flow/config.mk <==
export PLATFORM = sky130hd
export DESIGN_NAME = register_file
export DESIGN_NICKNAME = register_file
export VERILOG_FILES = /design/flow/design.v
export SDC_FILE = /design/flow/constraint.sdc
export NUM_CORES = 4
export LEC_CHECK = 1
export CORE_UTILIZATION = 50
==> design/flow/constraint.sdc <==
current_design register_file

set clk_period 25.0
set clk_io_pct 0.2

create_clock -name clk0 -period $clk_period [get_ports {clk}]

set non_clock_inputs [all_inputs -no_clocks]
set_input_delay [expr $clk_period * $clk_io_pct] -clock clk0 $non_clock_inputs
set_output_delay [expr $clk_period * $clk_io_pct] -clock clk0 [all_outputs]
==> flow_metrics.tcl <==
# flow metrics
set metrics [dict create \
    worstHoldEndpoint "registers[0][12]" \
    clock.fmax_mhz 68.0 \
    first_global_vias 38400 \
    core-area_sq_um 111000 \
    cpLargestDelayFamily "buffers and inverters" \
    die_h_um 336 \
    overflow 0 \
    max_cap_violations 0 \
    setup_total_negative_slack_ns 0 \
    critPathSlowestCell "buf_4" \
    power.ir.vdd_worst_mv 0.0622 \
    max_slew_margin_pct 34.2 \
    core_util_floorplan_pct 50.5 \
    fraction_of_final_layout_cells_with_drive_strength_greater_than_1_pct 8.21 \
    pwr_density_cell_nw_per_um2 66.2 \
    largest_register_ffs 1024 \
    grt.total_usage_pct 37.8 \
    chip_area_sq_um 113000 \
    critPathMostFrequentCell "buf_4" \
    port-buffer-count 113 \
    pre_cts_setup_slack_ns 10.37 \
    flow.area_growth_from_synthesis_pct 10.3 \
    cts_buffer_depth 3 \
    slew_violations 0 \
    maximum_number_of_pins_on_one_net_before_global_route_repair 87 \
    stage_log_warnings 26 \
    stdcell_area_sq_um 61600 \
    dieWidth_um 336 \
    postSynth.asyncResetShare_pct 0 \
    cts.clk_slew.worst_paths_ns 0.06 \
    largest-register "registers" \
    yosys.cell_types.count 30 \
    detailedRoute.firstPassIterationCount 7 \
    post-cts-setup-buffer-count 0 \
    post_drt_wl_per_cell_um 31.8 \
    run_status "finished, final reports clean" \
    final_critical_path_setup_slack_ns 10.30 \
    critical_path.startpoint_type "input port" \
    wl_um 195000 \
    seq_area_frac_synth_pct 55.0 \
    finalHoldViolations 0 \
    rsz0062_at_grt "false" \
    netlist.area_leader.share_pct 55.0 \
    power.leakage_nw 23.9 \
    post_synth_most_frequent_cells "1024 x edfxtp_1, 1024 x mux2i_1, 994 x and2_1, 248 x clkbuf_1, 195 x nand2_1" \
    gpl.final_weighted_congestion 0.887 \
    dr.first_iter.drc_count 2438 \
    ios 114 \
    critical_path_class "in2out" \
    crit_path_max_incr_delay_ns 0.72 \
    ys_area_sq_um 55900 \
    synth-warning-count 1 \
    path_cells "clkdlybuf4s50_1, nor2b_4, buf_4, buf_4, buf_4, a22o_1, nor3_1, a31oi_1, nand3_1, clkdlybuf4s50_1" \
    hold_start "rst" \
    fillerInstances 8879 \
    drt_drc_violations_left 0 \
    number_of_buffers_created_by_cts 113 \
    std_cell_rows 122 \
    synth_area_per_cell_sq_um 12.1 \
    cp.required_ns 20.00 \
    hold_path_stages 1 \
    worstHoldPathType "in2reg" \
    cts-htree-levels 3 \
    cts_hold_buf 0 \
    tightestPinTransition_ns 0.986 \
    ys.flops 1024 \
    post_synth_instance_area_sq_um 55900 \
    arrival_ns 9.71 \
    flip_flops_with_a_built_in_enable 1024 \
    grt_pass1_wl_um 275000 \
    netlist_top_cells_area "edfxtp_1 55%, mux2i_1 18%, and2_1 11%" \
    setup.worst_path.end_class "primary output" \
    ys_dominant_reg_cell "edfxtp_1" \
    report.final.setup_viol 0 \
    time_the_worst_path_needs_with_i_o_delays_and_setup_ns 14.71 \
    drt.antenna.violating_nets 0 \
    numClockSinks 1024 \
    clock_tree_from_tritoncts "yes" \
    clk_root_buffer_cell "clkbuf_16" \
    postCtsResizedCells 0 \
    reg.largest.list "registers (1024)" \
    yosysTopAreaCell "edfxtp_1" \
    detailed_place.area_sq_um 58300 \
    grt_antenna_before_repair 9 \
    fin_crit_sh_pct 58.8 \
    postSynthCellCount 4605 \
    vias_per_cell 6.15 \
    detailedPlacementHpwl_um 106000 \
    timing.critical_path.fanout_max 41 \
    timing.critical_path.buf_inv 5 \
    vias 37900 \
    synth.yosys.num_cells 4605 \
]
==> worst max path at each step <==
stage | end | cells past startpoint | startpoint
after CTS | read_data1[4] | 10 | read_addr1[2]
after global routing | read_data1[4] | 10 | read_addr1[2]
final | read_data1[4] | 10 | read_addr1[2]
==> layout by cell type, fill, tap and decap left out, types with 2 or more instances in the layout <==
master,synthesis,final
nand2_2,1,3
clkbuf_1,248,42
nor2_1,21,2
clkbuf_16,0,113
nor2b_4,0,4
buf_12,0,4
buf_8,0,2
or2_2,33,33
nand2_1,195,193
and2_4,0,2
conb_1,1,32
clkdlybuf4s50_1,0,110
nand3b_1,3,3
clkinv_2,0,17
clkinv_1,0,24
buf_4,75,152
edfxtp_1,1024,1024
mux2i_1,1024,1024
a31oi_1,64,64
bufinv_16,0,4
nor3_1,64,64
a21oi_1,192,192
and2_1,994,992
diode_2,0,3
nor2_4,11,33
a22oi_1,192,192
nand2b_2,0,4
or3b_4,2,2
or3_1,2,2
clkinv_8,0,2
inv_6,0,5
nand3_1,193,193
a22o_1,128,128
==> power breakdown <==
| group | switching (mW) | internal [mW] | total, mW | leakage (nW) |
|---|---|---|---|---|
| Sequential | 0.0445 | 1.98 | 2.03 | 9.75 |
| Clock | 0.683 | 0.870 | 1.55 | 1.64 |
| Combinational | 0.317 | 0.179 | 0.496 | 12.6 |
==> layout make-up <==
| cell class | instances | area [sq um] | area share, % |
|---|---|---|---|
| Clock inverter | 52 | 372 | 0.603 |
| Antenna cell | 3 | 7.51 | 0.0122 |
| Clock buffer | 155 | 2990 | 4.84 |
| Multi-Input combinational cell | 3166 | 23300 | 37.8 |
| Sequential cell | 1024 | 30700 | 49.9 |
| Tap cell | 1488 | 1860 | 3.02 |
| Timing Repair Buffer | 268 | 2350 | 3.82 |
==> logic make-up after synthesis <==
group / after synthesis / synth area share, %
AOI/OAI and AO/OA: 576 / 7.02
buffers and inverters: 446 / 3.83
DFF: 1024 / 55.0
muxes: 1024 / 18.3
other: 1 / 0.00671
and+or+nand+nor: 1534 / 15.8
==> stage by stage <==
| step | cells | hold WS [ns] | util, % | total power, mW |
|---|---|---|---|---|
| CTS | 6153 | 4.73 | 55.7 | 4.09 |
| detailed placement | 5946 | 5.48 | 52.7 | 2.55 |
| global placement | 5946 | 5.49 | 52.7 | 2.55 |
| finish | 6156 | 4.76 | 55.7 | 4.08 |
| global route | 6153 | 4.76 | 55.7 | 4.20 |
| floorplan | 4636 | 5.20 | - | 2.34 |
==> metal layers <==
layer | wire length [um] | track usage, %
met4 | 8070 | 12.1
met2 | 87700 | 54.0
met1 | 70600 | 50.4
met3 | 28900 | 22.5
met5 | 223 | 1.74
Power and IR drop assume default switching activity.
