==> /design/flow/design.v <==
module program_counter(
    input wire clk,
    inout wire rst,
    input wire [31:0] pc_load_data,
    input wire pc_load_en,
    input wire pc_inc_en,
    output reg [31:0] pc_out
);
    always @(posedge clk or posedge rst) begin
        if(rst)
            pc_out <= 32'b0;
        else if (pc_load_en)
            pc_out <= pc_load_data;
        else if (pc_inc_en)
            pc_out <= pc_out + 4;
    end
endmodule
==> /design/flow/run.sh <==
#!/bin/bash
# OpenROAD 26Q1-2900-gdf79404cd8, Yosys 0.63+post, stock flow scripts
make -C /OpenROAD-flow-scripts/flow DESIGN_CONFIG=/design/flow/config.mk WORK_HOME=/design/flow/orfs finish
==> /design/flow/config.mk <==
export PLATFORM = sky130hd
export DESIGN_NAME = program_counter
export DESIGN_NICKNAME = program_counter
export VERILOG_FILES = /design/flow/design.v
export SDC_FILE = /design/flow/constraint.sdc
export NUM_CORES = 4
export LEC_CHECK = 1
export CORE_AREA = 10 10 113 113
export DIE_AREA = 0 0 123 123
==> /design/flow/constraint.sdc <==
current_design program_counter

set clk_period 5.3
set clk_io_pct 0.2

create_clock -name clk0 -period $clk_period [get_ports {clk}]

set non_clock_inputs [all_inputs -no_clocks]
set_input_delay [expr $clk_period * $clk_io_pct] -clock clk0 $non_clock_inputs
set_output_delay [expr $clk_period * $clk_io_pct] -clock clk0 [all_outputs]
==> results_dict.tcl <==
# implementation run metrics
set metrics [dict create \
    setup_repair_bufs_after_cts 0 \
    async_reset_ff_share_pct 100 \
    cts-hold-fix-buffers 0 \
    synth.yosys.seq_area_share_pct 43.3 \
    mappedNetlistArea_sq_um 1850 \
    ff_type "sky130_fd_sc_hd__dfrtp_1" \
    cts_buffer_depth 2 \
    root_buffer "sky130_fd_sc_hd__clkbuf_8" \
    die-width_microns 123 \
    preCtsSetupSlack_ns 2.23 \
    outcome.stop_stage "global routing (5_1_grt)" \
    initCoreUtil_pct 17.9 \
    yosys_register_bits 32 \
    outcome "aborted with a tool error" \
    port_buffers 66 \
    yosys_warnings 1 \
    synth.yosys.num_cells 203 \
    cts-buffers-inserted 5 \
    postPlaceCellArea_sq_um 2620 \
    grt_max_degree 47 \
    synth_largest_type_area_fraction_pct 43.3 \
    cts.sink_count 32 \
    synth.yosys.chip_area_sq_um 1850 \
    unconstrained_endpoints 1 \
    area_leaders "sky130_fd_sc_hd__dfrtp_1 (43%), sky130_fd_sc_hd__nand2_1 (5.5%), sky130_fd_sc_hd__or4_1 (4.5%)" \
    num_io_pins 68 \
    yosys.cell_count.top_type "sky130_fd_sc_hd__dfrtp_1" \
    error "[ERROR RSZ-0074] Failed to build tree from global routes for pin 'rst' and net 'rst' at grid (113850, 37950): found route to 2 pins, expected 1" \
    routabilityCongestion 0.826 \
    top_area_cell "sky130_fd_sc_hd__dfrtp_1" \
    die_h_microns 123 \
    postCtsResizedCells 0 \
    placement_rows 37 \
    yosysUniqueCellTypes 37 \
    synth.avg_cell_area_sq_um 9.11 \
    enable_flop_cells 0 \
    syn_inst 203 \
    dp.cells 392 \
    dpl.hpwl_microns 4450 \
    clock_tree.htree_level_count 2 \
    post_synth_most_frequent_cells "sky130_fd_sc_hd__dfrtp_1 (32), sky130_fd_sc_hd__nand2_1 (27), sky130_fd_sc_hd__nand3_1 (14)" \
]
==> stage by stage <==
step,power [uW],util [%]
2_1_floorplan,344,-
3_3_place_gp,436,25.4
3_5_place_dp,437,25.4
4_1_cts,642,26.3
==> kinds of logic after synthesis <==
| family | after synthesis | share of synthesized area (%) |
|---|---|---|
| muxes | 3 | 1.76 |
| and+or+nand+nor | 93 | 28.6 |
| adders and majority gates | 1 | 0.676 |
| AOI/OAI and AO/OA | 42 | 15.1 |
| buffers and inverters | 20 | 4.94 |
| DFF | 32 | 43.3 |
| xor gates and xnor gates | 12 | 5.68 |
Power figures rest on the tool's default switching activity, not on a simulated workload.
